==> ./design.v <==
module allocator(
    input  logic       clk,
    input  logic [1:0] thisPort,
    input  logic [3:0] r0, r1, r2, r3,
    output logic [3:0] select,
    output logic       shift
);
  logic [3:0] grant, head, payload, match, request, hold;
  logic       avail;
  logic [3:0] last;
  logic [1:0] rr_ptr;    
  assign head    = {r3[3:2]==3, r2[3:2]==3, r1[3:2]==3, r0[3:2]==3};
  assign payload = {r3[3:2]==2, r2[3:2]==2, r1[3:2]==2, r0[3:2]==2};
  assign match   = {r3[1:0]==thisPort, r2[1:0]==thisPort,
                    r1[1:0]==thisPort, r0[1:0]==thisPort};
  assign request = head & match;
  assign avail   = ~(|hold);
  logic [7:0] doubled_req;
  logic [3:0] rotated_req, rotated_grant;
  assign doubled_req   = {request, request};   
  assign rotated_req   = doubled_req >> rr_ptr;
  always_comb begin
    rotated_grant = 4'b0000;
    if      (rotated_req[0]) rotated_grant = 4'b0001;
    else if (rotated_req[1]) rotated_grant = 4'b0010;
    else if (rotated_req[2]) rotated_grant = 4'b0100;
    else if (rotated_req[3]) rotated_grant = 4'b1000;
  end
  assign grant = (rotated_grant << rr_ptr) |
                 (rotated_grant >> (4-rr_ptr));
  assign hold   = last & payload;
  assign select = grant | hold;
  assign shift  = |grant;
  always_ff @(posedge clk) begin
    last <= select;
    if (shift) begin
      rr_ptr <= rr_ptr + 2'd1;
    end
  end
  initial begin
    rr_ptr = 2'd0;
    $dumpfile("allocator.vcd");
    $dumpvars(0, allocator);
    #1;
  end
endmodule
==> ./run.sh <==
#!/bin/bash
# OpenROAD 26Q1-2900-gdf79404cd8, Yosys 0.63+post, stock flow scripts
make -C /OpenROAD-flow-scripts/flow DESIGN_CONFIG=/design/flow/config.mk WORK_HOME=/design/flow/orfs finish
==> ./config.mk <==
export PLATFORM = sky130hd
export DESIGN_NAME = allocator
export DESIGN_NICKNAME = allocator
export VERILOG_FILES = /design/flow/design.v
export SDC_FILE = /design/flow/constraint.sdc
export NUM_CORES = 4
export LEC_CHECK = 1
export CORE_AREA = 10 10 86 86
export DIE_AREA = 0 0 96 96
==> ./constraint.sdc <==
current_design allocator

set clk_period 6.6
set clk_io_pct 0.2

create_clock -name clk0 -period $clk_period [get_ports {clk}]

set non_clock_inputs [all_inputs -no_clocks]
set_input_delay [expr $clk_period * $clk_io_pct] -clock clk0 $non_clock_inputs
set_output_delay [expr $clk_period * $clk_io_pct] -clock clk0 [all_outputs]
==> impl_metrics.env <==
# implementation run metrics
export IMPL_io_pins=24
export IMPL_drt_total_wl_mm=1.974
export IMPL_cts_sinks=6
export IMPL_synthArstFlopShare_pct=0
export IMPL_placed_cells=171
export IMPL_hp_class="flip-flop to flip-flop"
export IMPL_cp_common_cell="clkdlybuf4s50_1"
export IMPL_vias=726
export IMPL_syn_area_sq_um=619.3
export IMPL_edf_count=2
export IMPL_die_y_microns=96
export IMPL_routed_via_density=4.149
export IMPL_synth_area_leader_cell="dfxtp_1"
export IMPL_gr_usage_met2_pct=6.783
export IMPL_drc=0
export IMPL_rr_worst_depth=7
export IMPL_die_area_sq_mm=0.009216
export IMPL_diodes=0
export IMPL_lay_top_cells="23 x clkdlybuf4s50_1, 7 x nand2_1, 5 x nor2_1, 5 x nand3_1"
export IMPL_cts_setup_buffers=0
export IMPL_grt_pass1_wl_mm=3.243
export IMPL_peakVddDrop_mv=0.1641
export IMPL_min_path_cells=2
export IMPL_drt_iter0_markers=23
export IMPL_syn_to_final_growth_pct=58.38
export IMPL_hold_violations=0
export IMPL_fp_util_pct=11.18
export IMPL_grt_max_degree=12
export IMPL_holdPathEnd="last[2]$_DFF_P_"
export IMPL_netlist_instances=77
export IMPL_flop_cell="dfxtp_1"
export IMPL_cp_start_kind="primary input"
export IMPL_required_ns=5.28
export IMPL_fin_cells=175
export IMPL_finalCriticalPeriod_ns=5.264
export IMPL_grtUsageMet3_pct=2.201
export IMPL_final_max_slew_viol_count=0
export IMPL_avgSynthCellArea_sq_um=8.043
export IMPL_core_area_sq_mm=0.005540
export IMPL_cap_viol_max_count=0
export IMPL_numCtsBuffers=3
export IMPL_slew_headroom_pct=61.47
export IMPL_crit_start="thisPort[1]"
export IMPL_rsz0062_at_grt="false"
export IMPL_ant_nets=0
export IMPL_reg2reg_to="rr_ptr[1]$_DFFE_PP_"
export IMPL_critPathMaxStageDelay_ns=0.59
export IMPL_area_leaders="dfxtp_1 13%, edfxtp_1 9.7%, xnor2_1 5.7%, xor2_1 5.7%, nand2_1 4.2%"
export IMPL_comb_area_sq_um=460.4
export IMPL_antenna_found_initial=0
export IMPL_drt_pass1_iterations=4
export IMPL_use_met1_pct=5.273
export IMPL_flop_area_sq_um=140.1
export IMPL_cts_tree="built"
export IMPL_cts_resized=0
export IMPL_top_cell_area_share_pct=12.93
export IMPL_ys_cells=77
export IMPL_power_leakage_uw=0.0003191
export IMPL_skew_ns=0.001741
export IMPL_place_gp_congestion=0.9361
export IMPL_yosysUniqueCellTypes=35
export IMPL_synth_chip_area_sq_um=619.3
export IMPL_critPathSlowestCell="clkdlybuf4s50_1"
export IMPL_grt_usage_pct=4.260
export IMPL_r2r_start="rr_ptr[1]$_DFFE_PP_"
export IMPL_synth_seq_area_share_pct=22.63
export IMPL_die_w_microns=96
export IMPL_overflow=0
export IMPL_clock_latency_late_pin_ns=0.22
export IMPL_yosys_warnings=3
export IMPL_clk_pin_slew_ns=0.04
export IMPL_fillers=636
export IMPL_ys_seq_elements=6
export IMPL_wl_per_cell_microns=11.28
export IMPL_fp_row_count=27
export IMPL_htreeDepth=1
export IMPL_cts_max_path_buffers=2
export IMPL_worst_path_max_fanout=9
export IMPL_min_from="last[2]$_DFF_P_"
export IMPL_path_cells="clkdlybuf4s50_1 > xnor2_1 > nand4_1 > or3_1 > a21oi_2 > o32ai_1 > o211ai_1 > clkdlybuf4s50_1"
export IMPL_setup_viol=0
export IMPL_criticalPathCategory="primary input to primary output"
export IMPL_end_kind="primary output"
export IMPL_worst_pin_slew_ns=0.5726
export IMPL_power_density_mw_per_mm2=348.4
export IMPL_cts_hold_buf=0
export IMPL_outcome="complete, no violations"
export IMPL_dp_hpwl_mm=1.672
export IMPL_log_warning_count=25
export IMPL_final_layout_size_suffix_gt1_share_pct=11.65
export IMPL_grt_pass1_vias=699
export IMPL_finalCritPeriodShare_pct=79.76
export IMPL_root_buffer="clkbuf_8"
export IMPL_arrival_ns=3.94
export IMPL_setup_tns_ns=0
export IMPL_max_freq_mhz=190.0
export IMPL_regToRegSetupSlack_ns=4.02
export IMPL_numPortBuffers=23
export IMPL_grt_busiest_layer="met2"
export IMPL_layout_top_cell="clkdlybuf4s50_1"
-- metal layers --
layer  routed length [microns]  up-vias
li1                          -      361
met1                       839      332
met2                       904       31
met3                       211        2
met4                        19        0
met5                         0        -
-- logic make-up after synthesis --
kind of cell               count (synthesis)  synth area share (%)
buffers and inverters                      5                 3.029
xor gates and xnor gates                   8                 11.31
adders and majority gates                  1                 2.020
DFF                                        6                 22.63
AOI/OAI and AO/OA                         25                 31.92
and+or+nand+nor                           32                 29.09
-- worst max-delay path: cells and delay by family --
family	cells	cell delay [ns]
AND-OR/OR-AND	3	0.57
AND/OR/NAND/NOR	2	0.76
XOR/XNOR	1	0.15
buffers and inverters	2	1.13
-- worst max path at each step --
stage	end	depth (start not counted)
6_report	shift	8
5_1_grt	shift	8
4_1_cts	shift	8
-- area by class of cell --
cell class,instances,area share (%)
timing repair buffer,23,23.47
multi-input combinational,66,46.94
tap,72,9.184
sequential,6,14.29
clock buffer,4,4.592
inverter,4,1.531
-- per-stage QoR --
stage                     worst slack, ns  hold WS [ns]  total power [uW]  utilization (%)  instance area [sq um]
after global placement              1.395        0.4669             284.3            16.89                  935.9
after detailed placement            1.323        0.4727             285.7            16.89                  935.9
after floorplan                     2.683        0.4307             194.7                -                  619.3
after CTS                           1.312        0.4794             346.6            17.71                  980.9
final                               1.336        0.4782             341.7            17.71                  980.9
after global routing                1.164        0.5111             372.5            17.71                  980.9
-- report_power, final --
group / internal, uW / switching (uW) / total, uW
clock: 41.6 / 16.8 / 58.5
sequential: 60.4 / 16.9 / 77.3
combinational: 104 / 102 / 206
total: 206 / 136 / 342
-- synth_stat cells, drive strengths merged (3+ instances only) --
cell type and count:
a21oi 4, dfxtp 4, inv 4, nand2 7, nand3 5, nand3b 3
nand4 4, nor2 5, o21ai 4, o22ai 4, or3 3, xnor2 4
xor2 4
-- registers in the layout (all words and copies together), names as in the netlist --
register,cells
last,4
rr_ptr,2
Power is estimated from default activity; no workload was simulated.
